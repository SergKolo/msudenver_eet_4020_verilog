`flow/design.v`:
```
module timer(ssd_out,clk,reset);
input clk,reset;
output [6:0] ssd_out;
reg [25:0] ticker; 
reg [3:0] counter;
wire [3:0] ssd_in;
assign ssd_in = counter;
seven_seg_decoder ssd(ssd_out,ssd_in);
initial 
    begin
	     ticker = 49999999;
		  counter = 15;
	 end
always @(posedge clk or negedge reset)
    begin
	      if (!reset)
			    begin
				     ticker <= 49999999;
					  counter <= 15;
				 end
			else
			    begin
                 ticker <= ticker - 1;
					  if (ticker == 0)
					  begin
					      ticker <= 49999999;
					      counter <= counter-1;
					  end
				 end
	 end
endmodule
module seven_seg_decoder(led_out,bin_in);
    output [6:0] led_out;
    input [3:0] bin_in;
    wire [3:0] bin_in_inv;
    assign bin_in_inv = ~bin_in;
     assign led_out[6] = (bin_in_inv[3] & bin_in_inv[2] & bin_in_inv[1]) |
                         (bin_in_inv[3] & bin_in[2] & bin_in[1] & bin_in[0]) |
                         (bin_in[3] & bin_in[2] & bin_in_inv[1] & bin_in_inv[0]);
     assign led_out[5] = (bin_in_inv[3] & bin_in_inv[2] & bin_in[0]) | 
                         (bin_in_inv[3] & bin_in_inv[2] & bin_in[1]) | 
                         (bin_in_inv[3] & bin_in[1] & bin_in[0]) | 
                         (bin_in[3] & bin_in[2] & bin_in_inv[1] & bin_in[0]);
     assign led_out[4] = (bin_in_inv[3] & bin_in[0]) |
                         (bin_in_inv[2] & bin_in_inv[1] & bin_in[0]) |
                         (bin_in_inv[3] & bin_in[2] & bin_in_inv[1]);
     assign led_out[3] = (bin_in_inv[2] & bin_in_inv[1] & bin_in[0]) | 
                         (bin_in[2] & bin_in[1] & bin_in[0]) | 
                         (bin_in_inv[3] & bin_in[2] & bin_in_inv[1] & bin_in_inv[0]) | 
                         (bin_in[3] & bin_in_inv[2] & bin_in[1] & bin_in_inv[0]);
     assign led_out[2] = (bin_in[3] & bin_in[2] & bin_in_inv[0]) | 
                         (bin_in[3] & bin_in[2] & bin_in[1]) | 
                         (bin_in_inv[3] & bin_in_inv[2] & bin_in[1] & bin_in_inv[0]);
     assign led_out[1] = (bin_in[2] & bin_in[1] & bin_in_inv[0]) | 
                         (bin_in[3] & bin_in[1] & bin_in[0]) | 
                         (bin_in[3] & bin_in[2] & bin_in_inv[0]) | 
                         (bin_in_inv[3] & bin_in[2] & bin_in_inv[1] & bin_in[0]);
     assign led_out[0] = (bin_in_inv[3] & bin_in_inv[2] & bin_in_inv[1] & bin_in[0]) | 
                         (bin_in_inv[3] & bin_in[2] & bin_in_inv[1] & bin_in_inv[0]) | 
                         (bin_in[3] & bin_in_inv[2] & bin_in[1] & bin_in[0]) | 
                         (bin_in[3] & bin_in[2] & bin_in_inv[1] & bin_in[0]);
endmodule
```
`flow/config.mk`:
```
export PLATFORM = sky130hd
export DESIGN_NAME = timer
export DESIGN_NICKNAME = timer
export VERILOG_FILES = /design/flow/design.v
export SDC_FILE = /design/flow/constraint.sdc
export NUM_CORES = 4
export LEC_CHECK = 1
export CORE_UTILIZATION = 30
```
`flow/run.sh`:
```
#!/bin/bash
# OpenROAD 26Q1-2900-gdf79404cd8, Yosys 0.63+post, stock flow scripts
make -C /OpenROAD-flow-scripts/flow DESIGN_CONFIG=/design/flow/config.mk WORK_HOME=/design/flow/orfs finish
```
`flow/constraint.sdc`:
```
current_design timer

set clk_period 7.1
set clk_io_pct 0.2

create_clock -name clk0 -period $clk_period [get_ports {clk}]

set non_clock_inputs [all_inputs -no_clocks]
set_input_delay [expr $clk_period * $clk_io_pct] -clock clk0 $non_clock_inputs
set_output_delay [expr $clk_period * $clk_io_pct] -clock clk0 [all_outputs]
```
==> impl_metrics.ini <==
; generated from flow reports
[clocking]
clock-sinks = 30
cts_hold_buf = 0
numCtsBuffers = 5
clkTransAtPathRegs_ns = 0.06
post_cts_resized = 0
clk_latency_ns = 0.28
h-tree-depth = 2
tritoncts = yes
postCtsSetupBuffers = 0
root_buffer = clkbuf_8
clockBufferDepth = 2

[final_timing]
min_period_ns = 3.42
min_period_over_period_pct = 48.2
finalMaxSlewViolations = 0
setup_tns_ns = 0
fmax_ghz = 0.292
tightest_slew_ns = 0.677
setup_viol = 0
skew_ns = 0.00692
fin_ws_ns = 3.68
whs_ns = 0.476
rsz0062_at_grt = no
relSlewSlack_pct = 54.5
hold_viol = 0

[status]
outcome = completed

[worst_hold_path]
min_delay_path_depth = 1
worstHoldPathType = reg2reg
hp-start = ticker[0]
hold_end = ticker[0]

[route]
vias = 1406
wl_per_cell_um = 12.8
drt_pass1_iterations = 4
final_antenna_net_count = 0
drt-initial-drc-count = 107
viasPerCell = 5.23
wirelength_mm = 3.45
drc = 0
antennaDiodeCount = 0

[cells_and_area]
logic_area_um2 = 923
flop_area_um2 = 778
post_route_cells_drive_above_1_share_pct = 20.8
area_delta_synth_final_pct = 11.4
final_util_pct = 35.4
stdcell_count = 269
nFillCells = 566

[floorplanning]
die_x_um = 79.1
coreArea_um2 = 5610
fp_util_pct = 31.8
die_h_um = 79.1
die_area_um2 = 6250
io_pins = 9
num_rows = 27

[placed_design]
post-place-ws_ns = 4.00
portBuffers = 8
place_hpwl_mm = 2.26
dp.cells = 261
gp_congestion = 0.803

[synthesis]
ys_warn_count = 1
common_cells = 22 x dfstp_2, 14 x nand2_1, 14 x nor2_1
yosys_area_um2 = 1780
synth.cell_area_um2 = 1780
yosysMostFrequentCell = dfstp_2
synthFlopType = dfstp_2
ys_seq_share_pct = 43.7
syn_area_per_cell_um2 = 9.23
numSynthFlops = 30
synth_top_area_share_pct = 32.4
synth-edff-count = 0
synthTopCellsByArea = dfstp_2 32%, dfrtp_1 11%, xnor2_1 5.4%
synth_cell_type_count = 44
synth_top_cell_by_area = dfstp_2
ys_cells = 193
async_flop_share_pct = 100
synthCells = 193

[global_routing]
grt_pass1_vias = 1228
grt_pass1_wl_mm = 5.98
grt_overflow = 0
grt_max_degree = 31
grt_usage_pct = 12.3
antenna_found_initial = 0

[worst_setup_path]
reg2reg_to = ticker[6]
required_ns = 5.68
max_stage_delay_ns = 0.67
rr_worst_depth = 6
crit_slowest_cell = dfstp_2
cp-start-kind = register
worst-endpoint-arrival_ns = 2.00
setup.worst_path.end_class = output pin
crit_fanout = 15
r2r_setup_slack_ns = 4.56
path_cells = nor3b_1, nor3_1, a21oi_1, clkdlybuf4s50_1
regToRegStartpoint = ticker[0]
crit_type = reg2out

[run]
warning_count = 26
drv_cap = 0

[power_and_ir_drop]
power_density_nw_per_um2 = 154
p_leak_nw = 0.784
ir_drop_v = 0.000150
==> final cells by class <==
class,instances,share of cell area [%]
Clock buffer,8,4.03
Inverter,7,1.32
Timing Repair Buffer,9,4.41
Sequential cell,30,39.2
Multi-Input combinational cell,143,46.5
Tap cell,72,4.54
==> sequential cells by signal, indices dropped and copies added (netlist names) <==
register and cells:
counter 4, ticker 26
==> power breakdown <==
part,leakage (nW),internal [mW],switching (mW)
logic,0.399,0.000840,0.00315
clock network,0.0395,0.0694,0.0602
registers,0.345,0.172,0
total,0.784,0.242,0.0634
==> stage by stage <==
| stage | area (um^2) | power, mW |
|---|---|---|
| finish | 1990 | 0.305 |
| global route | 1990 | 0.316 |
| CTS | 1990 | 0.309 |
| detailed placement | 1910 | 0.179 |
| global placement | 1910 | 0.179 |
| floorplan | 1780 | 0.174 |
==> cells in the final DEF (no fill, tap or decap), types with 2 or more instances in the layout <==
master	synthesis	routed
a21o_1	2	2
a21oi_1	7	7
and3_1	2	2
clkbuf_1	9	3
clkbuf_8	0	5
clkdlybuf4s50_1	0	8
dfrtp_1	8	8
dfstp_2	22	22
ha_1	3	3
inv_1	7	7
mux2_2	2	2
mux2i_1	3	3
nand2_1	14	14
nand3_1	10	10
nand4_1	2	2
nor2_1	14	14
nor3_1	11	11
nor3b_1	3	3
nor4_1	11	11
o21ai_0	11	11
o31ai_1	8	8
or2_2	3	3
or3_1	4	4
or4_1	2	2
or4_4	2	2
xnor2_1	11	11
xor2_1	2	2
==> worst max path at each step <==
stage	from	slack (ns)	depth (start not counted)	to
6_report	counter[2]	3.68	4	ssd_out[3]
4_1_cts	counter[2]	3.69	4	ssd_out[3]
5_1_grt	counter[2]	3.51	4	ssd_out[3]
==> kinds of logic after synthesis <==
family                   Yosys count  share of synthesized area, %
buffers and inverters             20                          4.49
AND-OR/OR-AND                     36                          13.0
XOR/XNOR                          13                          6.39
AND/OR/NAND/NOR                   86                          27.4
adder cells (fa/ha/maj)            3                          2.11
multiplexers                       5                          2.95
flip-flops                        30                          43.7
==> critical path, delay by kind of cell (launching register included) <==
kind / cells / cell delay (ns)
buffers and inverters: 1 / 0.47
DFF: 1 / 0.67
AOI/OAI and AO/OA: 1 / 0.13
and+or+nand+nor: 2 / 0.45
==> per-layer routing <==
layer,part of all wire [%],track usage (%)
met5,0,0
met4,2.1,2.18
met3,4.5,2.68
met2,42,16.6
met1,52,20.6
Power is estimated from default activity; no workload was simulated.
